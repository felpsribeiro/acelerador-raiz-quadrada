[./run.sh]
#!/bin/bash
# OpenROAD 26Q1-2900-gdf79404cd8, Yosys 0.63+post, stock flow scripts
make -C /OpenROAD-flow-scripts/flow DESIGN_CONFIG=/design/flow/config.mk WORK_HOME=/design/flow/orfs finish
[./config.mk]
export PLATFORM = sky130hd
export DESIGN_NAME = part2
export DESIGN_NICKNAME = part2
export VERILOG_FILES = /design/flow/design.v
export SDC_FILE = /design/flow/constraint.sdc
export NUM_CORES = 4
export LEC_CHECK = 1
export CORE_UTILIZATION = 30
[./constraint.sdc]
current_design part2

set clk_period 9.3
set clk_io_pct 0.2

create_clock -name clk0 -period $clk_period [get_ports {KEY}]

set non_clock_inputs [all_inputs -no_clocks]
set_input_delay [expr $clk_period * $clk_io_pct] -clock clk0 $non_clock_inputs
set_output_delay [expr $clk_period * $clk_io_pct] -clock clk0 [all_outputs]
[./design.v]
module adder
    #(parameter n = 8)
    (
        input cin,
        input [n-1:0] a, b,
        output [n-1:0] q,
        output positive_number
    );
    assign q = a + b + cin;
    assign positive_number = !q[n-1];
endmodule
module controler(
    input clock,
    input reset,
    input done,
    output [8:0] out
);
    typedef enum logic [1:0] {A, B, C, D} statetype;
    statetype state = A, nextstate;
    always_ff @ (negedge reset, negedge clock)
        if (!reset) state <= A;
        else state <= nextstate;
    always_comb
        case(state)
            A: begin
                out <= 9'b001101000;
                nextstate <= B;
            end
            B: begin
                out <= 9'b101010100;
                nextstate <= C;
            end
            C: begin
                out <= 9'b010100111;
                nextstate <= D;
            end
            D: begin
                out <= 9'b000000011;
                if(done) nextstate <= A;
                else nextstate <= B;
            end
        endcase
endmodule
module dec(
    input [3:0] v,
    output [6:0] d
);
    always_comb
        case (v)
            0:          d = 7'b1000000; 
            1:          d = 7'b1111001;
            2:          d = 7'b0100100;
            3:          d = 7'b0110000;
            4:          d = 7'b0011001;
            5:          d = 7'b0010010;
            6:          d = 7'b0000010;
            7:          d = 7'b1111000;
            8:          d = 7'b0000000;
            9:          d = 7'b0011000;
            default:    d = 7'b1111111;
        endcase
endmodule
 module mux2
    #(parameter n = 8)
    (
        input s,
        input [n-1:0] a, b,
        output [n-1:0] q
    );
    assign q = s ? a : b;
 endmodule
module part2(
    input   [3:0] KEY,                     
    input   [7:0] SW,                      
    output  [0:0] LEDG,                    
    output  [6:0] HEX0, HEX1, HEX2, HEX3,  
    output  [6:0] HEX4, HEX5,              
    output  [6:0] HEX6, HEX7               
);
    logic [7:0] data_in;
    logic [3:0] data_out;
    logic [3:0] cycles;
    logic       done;
    logic [8:0] states_controler;
    always @(posedge KEY[3])
        data_in <= SW;
    controler c (.clock(KEY[1]), .reset(KEY[0]), .done(done), .out(states_controler));
    raiz #(.n(8)) r (.data_in(data_in), .controler(states_controler), .clock(KEY[1]), .reset(KEY[0]), .data_out(data_out), .cycles(cycles), .done(done));
    assign LEDG[0] = done;
    dec ent0(.v(data_in % 10),          .d(HEX0));
    dec ent1(.v((data_in % 100) / 10),  .d(HEX1));
    dec ent2(.v(data_in / 100),         .d(HEX2));
    dec ent3(.v(15),                    .d(HEX3));
    dec res0(.v(data_out % 10), .d(HEX4));
    dec res1(.v(data_out / 10), .d(HEX5));
    dec cic0(.v(cycles % 10), .d(HEX6));
    dec cic1(.v(cycles / 10), .d(HEX7));
endmodule
module raiz 
    #(parameter n = 8)
    (
        input [n-1:0] data_in,
        input [8:0] controler,
        input clock, reset,
        output [n-1:0] data_out,
        output [31:0] cycles,
        output done
    );
    logic [n-1:0] data_out_register;
    logic [31:0] cycles_register;
    logic [n-1:0] sig_muxD, sig_muxS, sig_muxA, sig_muxB;
    logic [n-1:0] sigD, sigS, sigR, sigX;
    logic [n-1:0] sig_ula;
    logic [n-1:0] sig_desl;
    mux2 #(n) muxD (.a(sig_ula), .b(2),       .s(controler[8]), .q(sig_muxD));
    mux2 #(n) muxS (.a(sig_ula), .b(4),       .s(controler[7]), .q(sig_muxS));
    mux2 #(n) muxA (.a(sigD),    .b(~(sigX)), .s(controler[2]), .q(sig_muxA));
    mux2 #(n) muxB (.a(sigS),    .b(2),       .s(controler[1]), .q(sig_muxB));
    register #(n) rD (.data_in(sig_muxD), .enable(controler[6]), .data_out(sigD),     .clock(clock), .reset(reset));
    register #(n) rS (.data_in(sig_muxS), .enable(controler[5]), .data_out(sigS),     .clock(clock), .reset(reset));
    register #(n) rR (.data_in(sig_desl), .enable(controler[4]), .data_out(data_out), .clock(clock), .reset(reset));
    register #(n) rX (.data_in(data_in),  .enable(controler[3]), .data_out(sigX),     .clock(clock), .reset(reset));
    adder #(n) ula(.a(sig_muxA), .b(sig_muxB), .cin(controler[0]), .q(sig_ula), .positive_number(done));
    shifter #(n) desl(.in(sig_ula), .out(sig_desl));
    always @(posedge clock)
        cycles_register = cycles_register + 1;
    assign cycles = cycles_register;
endmodule
 module register
    #(parameter n = 8)
    (
        input [n-1:0] data_in,
        input clock, reset, enable,
        output [n-1:0] data_out
    );
    logic [n-1:0] data_aux;
    always @(posedge clock, negedge reset) begin
        if(!reset) data_aux = 0;
        else if (enable) data_aux = data_in;
    end
    assign data_out = data_aux;
endmodule
module shifter
    #(parameter n = 8)
    (
        input  [n-1:0] in,
        output [n-1:0] out 
    );
    assign out = in >> 1;
endmodule
==> metrics.sh <==
FINAL-SETUP-VIOL-COUNT=1
AVGVIACOUNTPERCELL=5.158
SYNTH_STAT.CELLS=555
SYNTH_AREA_UM2=4513
DIE_H_UM=124.7
SYN-MEAN-INSTANCE-AREA_UM2=8.132
WORST_R2R_PATH_DEPTH=16
DETAILED_PLACE.AREA_UM2=5119
TNS_NS=-0.03259
SYNTH-EDFF-COUNT=0
GRT_USE_TOTAL_PCT=13.67
FLOORPLAN.INITIALDENSITY_PCT=30.93
HOLD_SLACK_NS=-0.3103
CTS_TREE='yes'
SETUP.REG_TO_REG.WORST_SLACK_NS=1.48
WORSTREG2REGEND='r.rD.data_aux[6]'
TIMING_WORST_SLEW_PIN_VALUE_NS=0.8519
FLOP_CELL='dfrtp_1'
SYNTH.YOSYS.SEQ_AREA_SHARE_PCT=21.96
DIEWIDTH_UM=124.7
FINAL.FILL_COUNT=1371
CORE_REGION_AREA_UM2=14590
GRT_PASS1_WL_UM=17770
ROWS=44
VIOLATIONS='negative hold slack, negative setup slack'
TIMING.FINAL.MAX_SLEW_VIOLATIONS=0
DETAIL_ROUTE.WL_PER_CELL_UM=12.83
HOLD_VIOL_FINAL=28
LOG.WARNING_COUNT=151
BOUNDARYPINS=69
WORST-ENDPOINT-REQUIRED_NS=7.44
CRITICAL_PATH.ENDPOINT_TYPE='output port'
FIRSTDRTPASSITERS=7
WORSTREG2REGSTART='c.state[1]'
CLOCK_SKEW_NS=0.03104
FINISH.INSTANCE_AREA_UM2=5654
MAX-VDD-IR-DROP_V=0.0001449
SYNTH.YOSYS.WARNINGS=33
AREA_DELTA_SYNTH_FINAL_PCT=25.28
PLACE.DETAILED.HPWL_UM=7222
FINAL.SETUP.WORST_SLACK_NS=-0.03259
WORSTPATHMAXFANOUT=4
MAX-CAP-VIOLATIONS=0
POSTROUTEANTENNANETS=0
WORSTSETUPSTARTPOINTTYPE='flop'
WIRELENGTH_UM=10250
POWER_LEAKAGE_uW=0.002410
SYNTH-SEQ-CELLS=42
PIN_COUNT_OF_THE_BIGGEST_NET_ENTERING_GLOBAL_ROUTING=30
DRC=0
SYNTHDISTINCTLIBCELLS=84
CHIP_AREA_UM2=15540
POWER-PER-CELL-AREA_nW_PER_UM2=318.5
DRTITER0DRC=239
CTS.REPORTEDPATHS.CLKPINSLEW_NS=0.04
POSTSYNTHCELLCOUNT=555
PLACE_WORST_SETUP_SLACK_NS=-0.1785
INSERTEDDIODECOUNT=0
SYNTH-AREA-YOSYS_UM2=4513
GLOBAL_ROUTE.OVERFLOW_TOTAL=0
POST_CTS_HOLD_BUFFER_COUNT=0
PLACE.PORT_BUFFERS=51
ROUTE.VIAS.TOTAL=4121
ASYNC_RESET_FF_SHARE_PCT=71.43
RSZ_0062_RAISED_AFTER_GLOBAL_ROUTING='true'
PLACE.GP.CONGESTION=0.8861
CRIT_ARRIVAL_NS=7.47
MIN_PATH_TYPE='clock port to asynchronous set/reset pin'
SLEW_HEADROOM_PCT=43.13
CLOCK_LATENCY_NS=0.28
SHARE_OF_POST_ROUTE_CELLS_WITH_DRIVE_STRENGTH_ABOVE_1_PCT=16.10
RUN_STATUS='finished, violations left'
ANTENNA_FOUND_INITIAL=0
TIMING.SETUP.CRITICAL_PATH_CLASS='flop to output port'
GRT_PASS1_VIAS=3803
sequential cells by signal, indices dropped and copies added (netlist names):
signal and count:
r.rD.data_aux 8, r.rS.data_aux 8, c.state 2, r.rR.data_aux 4, r.rX.data_aux 8, data_in 8
r.cycles_register 4
synthesized netlist by cell type, types with 3 or more instances:
| master | instances | area share [%] |
|---|---|---|
| o211ai_1 | 3 | 0.50 |
| nand3_1 | 8 | 0.89 |
| mux2i_1 | 22 | 4.9 |
| nand2_1 | 48 | 4.0 |
| and2_1 | 5 | 0.69 |
| buf_2 | 8 | 0.89 |
| and3_1 | 6 | 0.83 |
| xnor2_1 | 11 | 2.1 |
| o21bai_1 | 3 | 0.50 |
| a21o_1 | 7 | 1.2 |
| buf_6 | 4 | 1.0 |
| o22ai_1 | 4 | 0.55 |
| inv_1 | 45 | 3.7 |
| o221ai_1 | 3 | 0.58 |
| o21ai_0 | 34 | 3.8 |
| dfrtp_1 | 28 | 16 |
| a22o_1 | 3 | 0.58 |
| nor2_2 | 3 | 0.42 |
| a2bb2oi_1 | 4 | 0.78 |
| buf_4 | 25 | 4.2 |
| nor3_1 | 13 | 1.4 |
| o21ai_1 | 4 | 0.44 |
| mux2_2 | 7 | 1.7 |
| nor2_1 | 26 | 2.2 |
| a211oi_2 | 4 | 1.1 |
| o31ai_1 | 9 | 1.5 |
| a211oi_1 | 5 | 0.83 |
| a21oi_1 | 38 | 4.2 |
| nor2b_1 | 14 | 1.9 |
| a22oi_1 | 4 | 0.67 |
| nand3b_1 | 4 | 0.67 |
| clkbuf_1 | 12 | 1.0 |
| nand2b_1 | 21 | 2.9 |
| dfxtp_1 | 12 | 5.3 |
| or2_2 | 4 | 0.55 |
| xor2_1 | 3 | 0.58 |
| a31oi_1 | 4 | 0.55 |
| ha_1 | 38 | 11 |
worst max-delay path, stage by stage (launching register included):
cell and delay (ns):
dfrtn_1 0.46, inv_2 0.07, ha_4 0.32, buf_12 0.11, mux2i_4 0.24, ha_4 0.23, a21oi_2 0.14, o21ai_2 0.08
a21oi_2 0.12, o21bai_1 0.11, a21o_1 0.19, a21oi_2 0.17, xnor2_2 0.14, inv_1 0.05, buf_2 0.10
per-layer routing:
metal / up-vias / track usage [%] / wire length [um]
met1: 1915 / 19.72 / 4879
met2: 141 / 20.15 / 4520
met3: 17 / 3.984 / 686
li1: 2048 / - / -
met4: 0 / 3.614 / 164
met5: - / 0 / 0
cells by family (layout without fill, tap and decap cells):
family | after synthesis | after routing | synth area share, %
AND-OR/OR-AND | 165 | 165 | 26.59
adder cells (fa/ha/maj) | 41 | 41 | 11.64
flip-flops | 42 | 42 | 21.96
XOR/XNOR | 14 | 14 | 2.717
AND/OR/NAND/NOR | 164 | 164 | 18.66
multiplexers | 30 | 30 | 6.876
buffers and inverters | 97 | 145 | 11.39
other | 2 | 14 | 0.1664
repair_timing:
action                                  in CTS  in global routing
pin swaps                                   10                  1
resized                                     22                  4
gates cloned                                 0                  0
buffers inserted                             6                  1
endpoints found under the setup margin       1                  1
layout by cell type (no fill, tap or decap), types with 4 or more instances in the layout:
| cell type | Yosys | final |
|---|---|---|
| o31ai_1 | 9 | 9 |
| mux2i_1 | 22 | 20 |
| o22ai_1 | 4 | 4 |
| nor2_1 | 26 | 26 |
| conb_1 | 2 | 14 |
| and3_1 | 6 | 6 |
| a21oi_1 | 38 | 35 |
| mux2_2 | 7 | 7 |
| nor2b_1 | 14 | 14 |
| o21ai_0 | 34 | 32 |
| a31oi_1 | 4 | 4 |
| a21oi_2 | 2 | 5 |
| nand2b_1 | 21 | 21 |
| clkdlybuf4s50_1 | 0 | 50 |
| buf_4 | 25 | 26 |
| a21o_1 | 7 | 7 |
| inv_2 | 2 | 5 |
| nor3_1 | 13 | 13 |
| and2_1 | 5 | 5 |
| o21ai_1 | 4 | 5 |
| dfxtp_1 | 12 | 12 |
| ha_1 | 38 | 34 |
| dfrtp_1 | 28 | 28 |
| a2bb2oi_1 | 4 | 4 |
| inv_1 | 45 | 42 |
| a211oi_2 | 4 | 4 |
| a211oi_1 | 5 | 5 |
| nand3_1 | 8 | 8 |
| nand3b_1 | 4 | 4 |
| clkbuf_16 | 0 | 13 |
| xnor2_1 | 11 | 10 |
| a22oi_1 | 4 | 4 |
| nand2_1 | 48 | 48 |
power by group:
part           internal (uW)  total [uW]  leakage (uW)  switching (uW)
Clock                    278         381      0.000184             103
Sequential               228         272      0.000471            44.2
Combinational            619        1150       0.00176             529
layout make-up:
cell class / count / area (um2) / area share, %
Clock buffer: 16 / 336.6 / 5.953
Multi-Input combinational cell: 428 / 3146 / 55.63
Sequential cell: 42 / 991.0 / 17.53
Inverter: 47 / 176.4 / 3.120
Tap cell: 184 / 230.2 / 4.072
Clock inverter: 3 / 42.54 / 0.7524
Timing Repair Buffer: 79 / 732.0 / 12.95
per-stage QoR:
| step | power, uW | std cells | util [%] |
|---|---|---|---|
| after floorplan | 912.6 | 567 | - |
| after CTS | 1826 | 798 | 38.60 |
| after detailed placement | 1276 | 773 | 35.09 |
| final | 1801 | 799 | 38.76 |
| after global placement | 1271 | 773 | 35.09 |
| after global routing | 2011 | 799 | 38.76 |
how the worst max path moves through the flow:
stage           from      end  slack, ns  cells past startpoint
4_1_cts   c.state[1]  LEDG[0]      -0.08                     14
5_1_grt   c.state[1]  LEDG[0]      -0.21                     15
6_report  c.state[1]  LEDG[0]      -0.03                     14
Power is estimated from default activity; no workload was simulated.
